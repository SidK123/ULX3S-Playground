$ cat flow/config.mk
export PLATFORM = sky130hd
export DESIGN_NAME = send_alphabet
export DESIGN_NICKNAME = send_alphabet
export VERILOG_FILES = /design/flow/design.v
export SDC_FILE = /design/flow/constraint.sdc
export NUM_CORES = 4
export LEC_CHECK = 1
export CORE_AREA = 10 10 95 95
export DIE_AREA = 0 0 105 105
$ cat flow/constraint.sdc
current_design send_alphabet

set clk_period 4.8
set clk_io_pct 0.2

create_clock -name clk0 -period $clk_period [get_ports {clk_25mhz}]

set non_clock_inputs [all_inputs -no_clocks]
set_input_delay [expr $clk_period * $clk_io_pct] -clock clk0 $non_clock_inputs
set_output_delay [expr $clk_period * $clk_io_pct] -clock clk0 [all_outputs]
$ cat flow/design.v
module send_alphabet(
   input logic clk_25mhz,
   output logic ftdi_rxd,
   output logic [7:0] led
);
   logic clk;
   logic uart_tx_ready, uart_tx_done, uart_tick;
   logic [7:0] increment_counter;
   logic [7:0] sending_data;
   assign clk = clk_25mhz;
   enum logic [3:0] {SENDING, WAIT1, WAIT2} currState, nextState;
      always_ff @(posedge clk) begin
         currState <= nextState;
      end
      always_ff @(posedge clk) begin
         if (increment_counter == 8'd25 && uart_tx_done) begin
            increment_counter <= '0;
         end else if (uart_tx_done) begin
            increment_counter <= increment_counter + 1;
         end
      end
      uart_tx byte_sender (.clk_25mhz(clk_25mhz),
                           .uart_tx_ready(uart_tx_ready),
                           .uart_tx_done(uart_tx_done),
                           .uart_tick_out(uart_tick),
                           .led(led),
                           .ftdi_txd(ftdi_rxd),
                           .sending_data(sending_data)
                           );
   assign sending_data = 8'd65 + increment_counter;
   always_comb begin
     uart_tx_ready = 1'b0;
     nextState = WAIT1;
      case (currState)
         WAIT1: begin
            uart_tx_ready = 1'b0;
            nextState = uart_tick ? WAIT2 : WAIT1;
         end
         WAIT2: begin
            uart_tx_ready = 1'b0;
            nextState = uart_tick ? SENDING : WAIT2;
         end
         SENDING: begin
            uart_tx_ready = 1'b1;
            nextState = uart_tx_done ? WAIT1 : SENDING;
         end
      endcase
   end
endmodule : send_alphabet
module uart_tx(
   input logic clk_25mhz,
   input logic [7:0] sending_data,
   input logic uart_tx_ready,
   output logic [7:0] led,
   output logic ftdi_txd,
   output logic uart_tx_done,
   output logic uart_tick_out
);
   logic clk;
   assign clk = clk_25mhz;
   localparam NUM_CYCLES = 2604;  
   logic uart_tick;
   logic [2:0] current_bit_of_byte;
   logic [7:0] shifted_data;
   logic [$clog2(NUM_CYCLES):0] cycle_counter;
   enum logic [3:0] {IDLE, START, DATA, STOP} currState, nextState;
   assign uart_tick = (cycle_counter == NUM_CYCLES);
   assign uart_tick_out = uart_tick;
   always_ff @(posedge clk) begin
      if (uart_tick) begin
         cycle_counter <= '0;
      end else begin
         cycle_counter <= cycle_counter + 1;
      end
   end
   always_ff @(posedge clk) begin
      if (currState == DATA && uart_tick) begin
         current_bit_of_byte <= current_bit_of_byte + 1;  
      end
   end
   always_ff @(posedge clk) begin
      currState <= nextState;
   end
   assign uart_tx_done = (current_bit_of_byte == 3'd7) && (uart_tick);
   assign led = sending_data;
   assign shifted_data = (sending_data >> current_bit_of_byte);
   always_comb begin
      ftdi_txd = 1'b1;
      nextState = IDLE;
      case (currState)
         IDLE: begin
            ftdi_txd = 1'b1;
            nextState = uart_tx_ready ? START : IDLE;
         end
         START: begin
            ftdi_txd = 1'b0;
            nextState = uart_tick ? DATA : START;
         end
         DATA: begin
            ftdi_txd = shifted_data[0];
            nextState = (current_bit_of_byte == 3'd7 && uart_tick) ? STOP : DATA;
         end
         STOP: begin
            ftdi_txd = 1'b1;
            nextState = uart_tick ? IDLE : STOP;
         end
      endcase
   end
endmodule : uart_tx
$ cat flow/run.sh
#!/bin/bash
# OpenROAD 26Q1-2900-gdf79404cd8, Yosys 0.63+post, stock flow scripts
make -C /OpenROAD-flow-scripts/flow DESIGN_CONFIG=/design/flow/config.mk WORK_HOME=/design/flow/orfs finish
==> impl_metrics.env <==
# implementation run metrics
export IMPL_status="completed"
export IMPL_setup_viol=0
export IMPL_die_y_um=105
export IMPL_htreeDepth=1
export IMPL_worstPathArrival_ps=2440
export IMPL_path_buffers=1
export IMPL_finalCriticalPeriod_ps=3400
export IMPL_critPathTopFamily="AND-OR/OR-AND gates"
export IMPL_cts_resized=0
export IMPL_place_area_um2=1570
export IMPL_cts_tree="built"
export IMPL_initCoreUtil=0.205
export IMPL_maxCapViolations=0
export IMPL_viasPerCell=4.05
export IMPL_synth_flop_count=28
export IMPL_dp_cells=253
export IMPL_crit_required_ps=3840
export IMPL_routed_via_count=1041
export IMPL_wl_um=2530
export IMPL_cp_start_kind="flip-flop"
export IMPL_grt_pass1_vias=957
export IMPL_drc=0
export IMPL_finalHoldViolCount=0
export IMPL_total_power_mw=0.401
export IMPL_rsz0062_at_grt="no"
export IMPL_fp_coreArea_um2=6910
export IMPL_warnings=27
export IMPL_netlist_instances=154
export IMPL_relSlewSlack=0.669
export IMPL_synth_area_per_cell_um2=9.20
export IMPL_cts_buffers=3
export IMPL_grt_max_degree=17
export IMPL_yosys_cells=154
export IMPL_critPathMaxFanout=5
export IMPL_clock_latency_ps=270
export IMPL_chipArea_um2=11000
export IMPL_power_density_nw_per_um2=245
export IMPL_crit_slowest_cell="clkdlybuf4s50_1"
export IMPL_yosys_warnings=2
export IMPL_ys_types=38
export IMPL_grt_overflow=0
export IMPL_seq_area_frac_synth=0.417
export IMPL_num_rows=30
export IMPL_grt_pass1_wl_um=4430
export IMPL_postCtsSetupRepairBufs=0
export IMPL_max_freq_ghz=0.294
export IMPL_gp_congestion=0.877
export IMPL_final_cells=257
export IMPL_ant_nets=0
export IMPL_slowest_delay_ps=520
export IMPL_netlist_area_um2=1420
export IMPL_skew_ps=2.71
export IMPL_cts_sinks=28
export IMPL_period_used=0.708
export IMPL_drive_gt1_frac=0.0435
export IMPL_fillers=752
export IMPL_max_vdd_ir_drop_mv=0.133
export IMPL_fin_hold_ws_ps=461
export IMPL_drt_iter0_drc=53
export IMPL_tightest_slew_ps=496
export IMPL_setup_worst_path_class="flip-flop to output port"
export IMPL_r2r_setup_slack_ps=2730
export IMPL_min_path_type="flip-flop to flip-flop"
export IMPL_crit_chain="ha_1 > xor2_1 > nor2_1 > a2111oi_0 > nor3b_1 > o32ai_1 > clkdlybuf4s50_1"
export IMPL_fin_area_um2=1640
export IMPL_hpwl_um=1800
export IMPL_worstSetupEndpointType="output port"
export IMPL_io_buffers=9
export IMPL_io_pins=10
export IMPL_clk_pin_slew_ps=100
export IMPL_wl_per_cell_um=9.84
export IMPL_drv_slew=0
export IMPL_grt_antenna_before_repair=0
export IMPL_fin_setup_tns_ps=0
export IMPL_fp_dieW_um=105
export IMPL_cts_hold_buf=0
export IMPL_n_antenna_cell=0
export IMPL_p_leak_nw=0.554
export IMPL_yosys_area_um2=1420
export IMPL_area_growth_pct=15.7
export IMPL_grt_usage=0.0455
export IMPL_cts_path_max_buffers=2
export IMPL_root_buffer="clkbuf_8"
export IMPL_first_pass_iters=4
-- worst paths after layout --
check | start | end | cells after the start
max | increment_counter[0] | ftdi_rxd | 7
min | byte_sender.cycle_counter[12] | byte_sender.cycle_counter[12] | 1
max reg2reg | byte_sender.cycle_counter[0] | increment_counter[7] | 7
min reg2reg | byte_sender.cycle_counter[12] | byte_sender.cycle_counter[12] | 1
-- layout by cell type (no fill, tap or decap), types with 2 or more instances in the layout --
cell / n
o311ai_0: 2
dfxtp_1: 25
nand2b_1: 4
xor2_1: 7
clkbuf_8: 3
and4bb_1: 2
a21oi_1: 6
o21ai_0: 4
xnor2_1: 11
ha_1: 6
edfxtp_1: 3
and2_1: 2
clkdlybuf4s50_1: 9
nor2b_1: 2
inv_1: 8
nor3_1: 2
nand2_1: 14
a31oi_1: 6
and3_1: 5
nand3_1: 10
nor2_1: 13
-- power by group --
group / internal (mW) / total [mW] / switching [mW] / leakage [nW]
Combinational: 0 / 0.000000284 / 0 / 0.284
Clock: 0.0908 / 0.166 / 0.0750 / 0.0339
Sequential: 0.236 / 0.236 / 0 / 0.236
-- logic make-up after synthesis --
family | share of synthesized area
buffers and inverters | 0.0592
adder cells (fa/ha/maj) | 0.0530
multiplexers | 0.00707
AND/OR/NAND/NOR | 0.232
XOR/XNOR | 0.111
AND-OR/OR-AND | 0.120
flip-flops | 0.417
-- cells in the mapped netlist (all sizes together) --
master / instances / share of area
a211oi: 1 / 0.0053
o311ai: 2 / 0.012
xnor2: 11 / 0.068
o31ai: 1 / 0.0053
and3: 6 / 0.030
nand2b: 4 / 0.018
o32ai: 1 / 0.0062
nand3: 11 / 0.042
mux2i: 1 / 0.0071
inv: 8 / 0.021
or4: 1 / 0.0053
xor2: 7 / 0.043
o22ai: 1 / 0.0044
o31a: 1 / 0.0062
edfxtp: 3 / 0.064
nor2b: 2 / 0.0088
a2111oi: 1 / 0.0062
or3: 1 / 0.0044
o2111ai: 1 / 0.0062
nor3: 2 / 0.0071
nor4: 1 / 0.0044
nor2: 13 / 0.034
nor3b: 1 / 0.0053
a31oi: 6 / 0.027
buf: 6 / 0.038
o21ai: 4 / 0.014
a21oi: 6 / 0.021
a41oi: 1 / 0.0062
dfxtp: 25 / 0.35
and4bb: 3 / 0.026
nand2: 14 / 0.037
ha: 6 / 0.053
and2: 2 / 0.0088
-- metrics by stage --
step,util,setup slack (ps)
2_1_floorplan,-,2320
3_3_place_gp,0.228,1740
3_5_place_dp,0.228,1710
4_1_cts,0.237,1360
5_1_grt,0.237,1210
6_report,0.237,1400
-- metal layers --
metal / GRT usage / vias to the layer above / part of all wire / wire length [um]
li1: - / 550 / - / -
met1: 0.0658 / 474 / 0.55 / 1400
met2: 0.0681 / 15 / 0.40 / 1010
met3: 0.0149 / 2 / 0.048 / 121
met4: 0.00196 / 0 / 0.0020 / 5
met5: 0 / - / 0 / 0
-- area by class of cell --
type,count,area [um^2],area share
multi-input combinational,112,742,0.453
sequential,28,591,0.360
tap,96,120,0.0733
timing repair buffer,9,90.1,0.0550
clock buffer,4,66.3,0.0405
inverter,8,30.0,0.0183
-- flip-flops by register name, summed over array words and instances, names as in the netlist --
register and cells:
byte_sender.cycle_counter 13, increment_counter 8, byte_sender.current_bit_of_byte 3, byte_sender.currState 2, currState 2
Power figures rest on the tool's default switching activity, not on a simulated workload.
